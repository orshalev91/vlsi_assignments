## flow/config.mk

```make
export PLATFORM = sky130hd
export DESIGN_NAME = parity
export DESIGN_NICKNAME = parity
export VERILOG_FILES = /design/flow/design.v
export SDC_FILE = /design/flow/constraint.sdc
export NUM_CORES = 4
export LEC_CHECK = 1
export CORE_AREA = 10 10 106 106
export DIE_AREA = 0 0 116 116
```

## flow/constraint.sdc

```tcl
current_design parity

set clk_period 1.0
set clk_io_pct 0.2

create_clock -name clk0 -period $clk_period [get_ports {clk}]

set non_clock_inputs [all_inputs -no_clocks]
set_input_delay [expr $clk_period * $clk_io_pct] -clock clk0 $non_clock_inputs
set_output_delay [expr $clk_period * $clk_io_pct] -clock clk0 [all_outputs]
```

## flow/design.v

```verilog
`timescale 1ns / 1ns
module parity(
    input clk,
    input rst_n,
    input [31:0] din,
    output reg [31:0] dout,
    output [3:0] parity
);
wire [7:0] Q0 = din[7:0];
wire [7:0] Q1 = din[15:8];
wire [7:0] Q2 = din[23:16];
wire [7:0] Q3 = din[31:24];
reg[2:0] onesQ0;
reg[2:0] onesQ1;
reg[2:0] onesQ2;
reg[2:0] onesQ3;
assign parity[0] = onesQ0[0];
assign parity[1] = onesQ1[0];
assign parity[2] = onesQ2[0];
assign parity[3] = onesQ3[0];
always @(posedge clk or negedge rst_n) begin
  if (!rst_n) begin
    dout <= 0;
    onesQ0 = 3'b0;
    onesQ1 = 3'b0;
    onesQ2 = 3'b0;
    onesQ3 = 3'b0;
  end
  else begin
    dout <= din;
    onesQ0 <= Q0[7] + Q0[6] + Q0[5] + Q0[4] + Q0[3] + Q0[2] + Q0[1] + Q0[0];
    onesQ1 <= Q1[7] + Q1[6] + Q1[5] + Q1[4] + Q1[3] + Q1[2] + Q1[1] + Q1[0];
    onesQ2 <= Q2[7] + Q2[6] + Q2[5] + Q2[4] + Q2[3] + Q2[2] + Q2[1] + Q2[0];
    onesQ3 <= Q3[7] + Q3[6] + Q3[5] + Q3[4] + Q3[3] + Q3[2] + Q3[1] + Q3[0];
  end
end
endmodule
```

## flow/run.sh

```bash
#!/bin/bash
# OpenROAD 26Q1-2900-gdf79404cd8, Yosys 0.63+post, stock flow scripts
make -C /OpenROAD-flow-scripts/flow DESIGN_CONFIG=/design/flow/config.mk WORK_HOME=/design/flow/orfs finish
```

==> out/qor.txt <==
Post-place setup slack -> -0.287 ns
Number of antenna violations at the first check in global routing -> 0
Minimum clock period -> 0.958 ns
RSZ-0062 raised after global routing -> yes
Outcome -> finished with violations
Overall overflow remaining after global route -> 0
CTS H-tree lvls -> 2
Sum of buffers and inverters on the critical path -> 1
Slew at the pin closest to its max-slew limit -> 0.248 ns
Final Max Slew Viols -> 0
Vias in the first global route -> 887
Count of warnings emitted by yosys -> 1
First-pass GRT wire length -> 5150 um
Worst VDD drop -> 0.000548 V
Chip area in the Yosys report -> 1180 sq um
DR vias/cell -> 3.05
Tool warnings -> 28
Violations in the final reports -> hold timing
Length of the first detailed-routing pass in iterations -> 2
Core region area -> 8850 sq um
Endpoints failing setup -> 0
Clock sink count -> 36
Routability cong. -> 0.670
PD cells -> 1550 nW/um^2
Instance count after placement with tap cells included -> 246
Total inserted antenna cells -> 0
Number of different library cells in the post-synthesis netlist -> 4
Fp_density -> 13.3%
Clock transition at the registers of the reported paths -> 0.07 ns
Number of instances in the synthesized netlist -> 68
I/O pins -> 70
Remaining number of nets flagged by the antenna check after routing -> 0
Relative area change from synthesis to final layout -> 69.0%
Placed cell areas -> 2000 sq um
Non-filler instance count after layout -> 251
Area taken by flip-flops and latches -> 901 sq um
Area of the die -> 13500 sq um
Tcrit/Tclk final -> 95.8%
Synthesized area -> 1180 sq um
CP endpoint kind -> output port
Number of clock buffers inserted by TritonCTS -> 5
Highest achievable clock rate -> 1.04 GHz
Share of layout cells above drive strength 1 -> 38.5%
Multi-input logic area -> 305 sq um
Worst-case setup margin in the final layout -> 0.0423 ns
Worst min path class -> input pin to asynchronous set/reset pin
Data arrival, critical path -> 0.76 ns
DP HPWL -> 2880 um
Final routed DRC violation total -> 0
Nature of the critical path startpoint -> flop
Required time worst endpoint -> 0.80 ns
Worst-path maximum fanout -> 1
Vertical extent of the die -> 116 um
Root buffer selected by CTS -> clkbuf_8
Slowest library cell on the worst path -> dfrtp_1
Number of filler instances in the final layout -> 945
Max-slew headroom -> 83.4%
Hold Violations, Final -> 36
Cell total in the yosys stat output -> 68
Setup repair bufs after CTS -> 0
Cell Rows -> 34
Stage delay of the slowest cell on the critical path -> 0.36 ns
Proportion of synthesized chip area in sequential cells -> 76.6%
Buffers from clock root to sink, at most -> 2
TritonCTS clock tree -> done
Critical Setup Path Class -> flop to output port
Aggregate routed wire length -> 3410 um
Cell chain of the critical path -> buf_2
Kind of cell adding the most delay to the critical path -> flip-flops
Horizontal die size -> 116 um
Synthesis-stage register bit count -> 36
Number of max-cap violations -> 0
Fin area -> 1990 sq um
Average wire length per cell after detail routing -> 13.6 um
Min Hold Slack -> -0.126 ns
Initial DRC Count -> 4
Average size of a mapped cell -> 17.3 sq um
Global-route usage over all layers -> 5.02%
Quantity of I/O buffers inserted on ports -> 69
Maximum number of pins on one net before global-route repair -> 20
P_leak -> 0.000986 uW
Total number of vias -> 765
==> sequential cells by signal, indices dropped and copies added, names as in the netlist <==
signal,count
onesQ0,1
onesQ1,1
dout,32
onesQ2,1
onesQ3,1
==> cells in the mapped netlist <==
master   count  area share (%)
dfrtp_1     36              77
buf_4        4             2.6
xnor2_1     24              18
xor2_1       4             3.0
==> layer usage <==
| layer | up-vias | wire length [um] | track usage (%) |
|---|---|---|---|
| met3 | 5 | 362 | 2.67 |
| met1 | 371 | 1330 | 5.74 |
| met2 | 38 | 1670 | 8.42 |
| li1 | 351 | - | - |
| met5 | - | 0 | 0 |
| met4 | 0 | 45 | 0.584 |
==> area by class of cell <==
cell class                 count  share of cell area (%)
clock buffer                   5                    3.46
multi-input combinational     28                    15.4
sequential                    36                    45.3
tap                          108                    6.80
timing repair buffer          74                    29.1
==> through the flow <==
step	setup TNS (ns)	total power, uW	hold WS [ns]	utilization [%]
floorplan	0	1880	-0.0956	-
global placement	-1.21	2310	0.180	22.7
detailed placement	-1.15	2320	0.191	22.7
CTS	0	3140	-0.120	21.4
global route	-0.0166	3280	-0.115	22.5
finish	0	3080	-0.126	22.5
==> cells by family after synthesis <==
logic type	after synthesis	share of synthesized area [%]
flip-flops	36	76.6
XOR/XNOR	28	20.9
buffers and inverters	4	2.55
==> cells in the final DEF (no fill, tap or decap), drive strengths merged <==
cell type	instances
buf	42
dfrtp	36
xnor2	24
clkdlybuf4s50	18
dlymetal6s2s	14
clkbuf	5
xor2	4
==> worst max path at each step <==
stage	endpoint	slack (ns)	start	depth (start not counted)
after CTS	onesQ2	0.008	din[19]	4
after global routing	dout[4]	-0.008	dout[4]	1
final	dout[4]	0.04	dout[4]	1
==> power breakdown <==
group | total, uW | internal, uW | switching, uW
Sequential | 1610 | 1580 | 27.3
Combinational | 541 | 338 | 203
Clock | 921 | 449 | 472
==> repair_timing <==
| action | CTS | global route |
|---|---|---|
| pin swaps | 0 | 13 |
| setup endpoints to repair | 36 | 9 |
| resized | 115 | 22 |
| gates cloned | 0 | 0 |
| hold endpoints to repair | 36 | 36 |
Power is estimated from default activity; no workload was simulated.
