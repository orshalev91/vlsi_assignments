==> flow/design.v <==
`timescale 1ns / 1ns
module ser2par (
    input clk, 
    input rst_n, 
    input din,
    output [7:0] dout, 
    output vldout);
    reg [7:0] data_out;
    assign dout = data_out;
    reg valid_data;
    assign vldout = valid_data;
    integer count = 0;
    always @(posedge clk) begin
        if (!rst_n) begin
          data_out <= 0;
          valid_data <= 1'b0;
          count = 0;
        end
        else begin
            count +=1;
            if (count == 8) begin
                count = 0;
                data_out <= {data_out[6:0], din};
                valid_data <= 1'b1;
            end
            else if(valid_data == 1) begin  
                valid_data <= 0;
                data_out <= {7'b0, din};
            end
            else begin
               data_out <= {data_out[6:0], din};
            end
        end
    end
endmodule
==> flow/run.sh <==
#!/bin/bash
# OpenROAD 26Q1-2900-gdf79404cd8, Yosys 0.63+post, stock flow scripts
make -C /OpenROAD-flow-scripts/flow DESIGN_CONFIG=/design/flow/config.mk WORK_HOME=/design/flow/orfs finish
==> flow/config.mk <==
export PLATFORM = sky130hd
export DESIGN_NAME = ser2par
export DESIGN_NICKNAME = ser2par
export VERILOG_FILES = /design/flow/design.v
export SDC_FILE = /design/flow/constraint.sdc
export NUM_CORES = 4
export LEC_CHECK = 1
export CORE_AREA = 10 10 108 108
export DIE_AREA = 0 0 118 118
==> flow/constraint.sdc <==
current_design ser2par

set clk_period 11.2
set clk_io_pct 0.2

create_clock -name clk0 -period $clk_period [get_ports {clk}]

set non_clock_inputs [all_inputs -no_clocks]
set_input_delay [expr $clk_period * $clk_io_pct] -clock clk0 $non_clock_inputs
set_output_delay [expr $clk_period * $clk_io_pct] -clock clk0 [all_outputs]
==> notes.md <==
Implementation results are summarized by area below.

Final timing
The final-report max-slew violation count is 0. The time the final worst path needs with I/O delays and setup is 3.537 ns. Headroom to the max-slew limit came out at 56.73%. Setup repair after global routing left no endpoint under its margin. The total of endpoints with negative setup slack in the final report is 0.

Across the routed clock network, the largest skew measured is ~0.0066 ns. The final clock period utilization by the worst path is 31.58%. The number of hold violations in the final report is 0. The final layout reports a setup TNS of 0 ns.

The flow reports an fmax of 282.7 MHz. The transition time at the pin with the least slew margin is 0.6480 ns.

Die
Per the OpenROAD floorplan log, the area of the die is 13920 um^2. The initialized floorplan defines 35 standard-cell rows. The initial core utilization is 24.29%. The die boundary height is approximately 120 um. The core region is 9284 um^2.

In this run the horizontal extent of the chip is around 120 um. According to the I/O placement log, the pin count is 12.

Pwr
The ratio of total power to cell area is 107.7 nW/um^2. The switching power is 0.00005935 W. The flow reports that the clock network draws ~44% of the design power. The combinational share of power is 2.4%. In the power breakdown, the internal column shows 0.0002167 W. The share of power burned in registers is 53.9%.

The standby leakage power is 0.7843 nW. IR analysis of the VDD net gives a maximum drop of ~57 uV. The fraction of power spent switching nets is 21.50%.

Drt
The iteration-0 DRC count of the detailed router is 101. The antenna diode count is 0. The first detailed-routing pass took 4 iterations. TritonRoute output was used to compute an average wire per cell of around 11 um. The detailed router placed 1837 vias in this run. After detailed routing, the number of remaining DRC violations is 0. The via-per-instance ratio is 4.547. The overall routed net length is 4.546 mm. Per the post-route antenna check, the number of violating nets is 0.

Critical path
The kind of end point of the critical path is a primary output. The destination of the worst register-to-register timing path is count[1]. The total buffers and inverters traversed by the critical path is 1. The element type at the critical path start is a flip-flop. In this run the register-to-register setup slack is 8.28 ns.

The longest incremental delay of any stage on the critical path is reported as 0.53 ns. The startpoint of the most critical register-to-register path is count[0]. STA puts the critical path data required time at 8.96 ns. STA shows the worst reg2reg path with a cell count of 8. The critical path goes through clkdlybuf4s50_1. For reference, the most critical setup path is categorized as flip-flop to primary output.

On the critical path, the stage with the largest delay is an instance of clkdlybuf4s50_1. Of all nets on the critical path, the largest fanout is 8. On the critical path the largest part of the delay comes from buffers and inverters. The arrival time of the worst setup path is 1.30 ns.

Finish
Per the cell usage report, the commonest logic cell in the layout is dfxtp_1. Leaving out fill and tap cells, the most frequent cells in the layout are dfxtp_1, nor2_1, xnor2_1. The post-route core utilization is between 20 and 30%. Relative to the synthesized area, the layout overhead comes to 13.65%. Of the cells placed in the final design, the portion with a size suffix greater than 1 is between 7 and 8%.

Worst hold path
The launch point of the worst min-delay path is recorded as data_out[4]. The end point of the most critical hold path is data_out[5]. STA reports the tightest min-delay check as being of type flip-flop to flip-flop. The worst hold path stage count is 2.

Clock network
The clock root buffer is clkbuf_8. TritonCTS built the clock tree. Buffers inserted during clock tree synthesis total 5. The number of setup buffers added after CTS is 0.

In this run the deepest clock path goes through 2 buffers. Looking at the worst setup and hold paths, the clock pins of their registers show a slew of 0.08 ns. The CTS sink count is 41. The number of buffers inserted for hold repair after clock tree synthesis is 0. Looking at the clock tree report, the H-tree level count equals 2.

The post-cts resize count is 0. The clock reaches the later pin of the worst-skew pair after 0.29 ns.

Synthesis
Looking at the cell usage after synthesis, the top flip-flop cell is dfxtp_1. After synthesis, the share of flip-flops with an asynchronous set or reset is 0%. The post-synthesis register bit count is about 41. In this run, the synthesized area fraction spent on and/or/nand/nor cells is recorded as 33.41%. The area share of and-or/or-and cells after synthesis is 12.15%. The average footprint of a synthesized cell is 8.229 um^2.

The synthesis report lists the Yosys warning total as 1. Summed over all instances, the cell type with the most area after synthesis is dfxtp_1. In the synthesis report, Yosys lists the chip area as 2255 um^2. The sequential-to-total area share from yosys stat is 36.40%. Among the non-sequential cells, simple AND/OR/NAND/NOR gates take the most area. Summing the areas of all xor and xnor instances in the mapped netlist gives 11.27% of the synthesized area. Yosys reports the multiplexer fraction of the synthesized area as 0%.

The proportion of netlist area held by the largest area contributor is 36.40%. The cell-mix breakdown from Yosys lists the adder-cell area share as 1.110%. By area the synthesized netlist is led by dfxtp_1, xnor2_1, nor2_1, xor2_1, nand4_1. The post-synth design cell area is 2255 um^2. The count of flip-flops with a built-in enable after synthesis is 0. In the Yosys report the total cell count is 274.

In this run, distinct cell masters in the synthesized netlist total around 54. The synthesized instance count is 274.

GRT
The global routing usage summed across all routing layers is 6.589%. The number of antenna violations at the first check in global routing is 0. Entering global routing, the biggest net connects 38 pins. After global routing the overflow that remains totals 0.

The first global-routing pass estimated ~8.0 mm of wire. The number of global-route vias before repair is 1636.

Placement
The count of buffers added on input and output ports is 11. Summed over all nets, the half-perimeter wirelength after detailed placement is 3.189 mm. The last weighted congestion value of the routability-driven placer is 0.8367.

Flow run
Per the run summary, max-cap violations total 0. The number of logged tool warnings is 26.

Run status
The flow ran to the end, and the final reports show no timing, DRC or antenna violations.
layout make-up:
cell class / instances / area [um^2]
Clock inverter: 3 / 46.29
Multi-Input combinational cell: 203 / 1306
Timing Repair Buffer: 12 / 117.6
Tap cell: 129 / 161.4
Sequential cell: 41 / 820.8
Inverter: 11 / 41.29
Fill cell: 1022 / 6721
Clock buffer: 5 / 68.82
registers in the layout, summed over array words and instances (netlist names):
name / cells
count: 32
data_out: 8
valid_data: 1
through the flow:
| stage | setup slack, ns | total power, W | area, um^2 | hold WS (ns) | std cells |
|---|---|---|---|---|---|
| after CTS | 7.646 | 0.0002818 | 2562 | 0.4382 | 404 |
| after detailed placement | 7.661 | 0.0001590 | 2447 | 0.4253 | 396 |
| after floorplan | 8.370 | 0.0001559 | 2255 | 0.3949 | 274 |
| after global placement | 7.723 | 0.0001588 | 2447 | 0.4163 | 396 |
| after global routing | 7.567 | 0.0002875 | 2562 | 0.4470 | 404 |
| final | 7.663 | 0.0002761 | 2562 | 0.4329 | 404 |
Yosys cell counts (3+ instances only):
cell,n
nor3b_1,4
o21ai_0,6
nand3_1,12
nor2_1,38
nor3_1,5
buf_2,5
o31ai_1,3
nand2_1,18
clkbuf_2,4
and2_1,6
xnor2_1,19
inv_1,10
dfxtp_1,41
nand4_1,13
a21oi_1,5
nor4_1,8
xor2_1,10
and3_1,9
or3_1,3
clkbuf_1,7
a211oi_1,6
and4_1,4
layer usage:
metal  GRT usage, %  vias up  routed length (um)
met5              0        -                   0
li1               -      975                   -
met2          9.930       10                2030
met1          9.878      844                2359
met3         0.9723        8                  81
met4          1.005        0                  75
kinds of logic (layout without fill, tap and decap cells):
logic type / Yosys count / count (layout)
and+or+nand+nor: 135 / 135
DFF: 41 / 41
AOI/OAI and AO/OA: 37 / 37
buffers and inverters: 30 / 31
xor gates and xnor gates: 29 / 29
adders and majority gates: 2 / 2
tightest hold or removal path, delay by kind of cell (launching register included):
family | cells | cell delay, ns
buffers and inverters | 1 | 0.05
flip-flops | 1 | 0.32
AND-OR/OR-AND | 1 | 0.03
worst max-delay path by stage:
stage	from	endpoint	slack [ns]	cells past startpoint
6_report	valid_data	vldout	7.66	1
5_1_grt	valid_data	vldout	7.57	1
4_1_cts	valid_data	vldout	7.65	1
power by group through the flow:
| stage | clock [W] | sequential, W | combinational, W |
|---|---|---|---|
| after CTS | 0.000126 | 0.000149 | 0.00000677 |
| after global routing | 0.000131 | 0.000149 | 0.00000743 |
| final | 0.000121 | 0.000149 | 0.00000656 |
Power figures rest on the tool's default switching activity, not on a simulated workload.
