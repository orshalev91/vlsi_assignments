`design/flow/config.mk`:
```
export PLATFORM = sky130hd
export DESIGN_NAME = sinusrom
export DESIGN_NICKNAME = sinusrom
export VERILOG_FILES = /design/flow/design.v
export SDC_FILE = /design/flow/constraint.sdc
export NUM_CORES = 4
export LEC_CHECK = 1
export CORE_AREA = 10 10 113 113
export DIE_AREA = 0 0 123 123
```
`design/flow/constraint.sdc`:
```
current_design sinusrom

set clk_period 1.0
set clk_io_pct 0.2

create_clock -name clk0 -period $clk_period [get_ports {clk}]

set non_clock_inputs [all_inputs -no_clocks]
set_input_delay [expr $clk_period * $clk_io_pct] -clock clk0 $non_clock_inputs
set_output_delay [expr $clk_period * $clk_io_pct] -clock clk0 [all_outputs]
```
`design/flow/design.v`:
```
`timescale 1ns / 1ns
module sinusrom (
    input clk,
    input rst_n,
    input [7:0] angle,
    output reg [7:0] sinus
);
always @(posedge clk or negedge rst_n) begin
    if (!rst_n) begin
      sinus <= 0;
    end else begin
        case (angle)
            0 : sinus <= 0;
            1 : sinus <= 2;
            2 : sinus <= 3;
            3 : sinus <= 5;
            4 : sinus <= 6;
            5 : sinus <= 8;
            6 : sinus <= 9;
            7 : sinus <= 11;
            8 : sinus <= 13;
            9 : sinus <= 14;
            10 : sinus <= 16;
            11 : sinus <= 17;
            12 : sinus <= 19;
            13 : sinus <= 20;
            14 : sinus <= 22;
            15 : sinus <= 24;
            16 : sinus <= 25;
            17 : sinus <= 27;
            18 : sinus <= 28;
            19 : sinus <= 30;
            20 : sinus <= 31;
            21 : sinus <= 33;
            22 : sinus <= 34;
            23 : sinus <= 36;
            24 : sinus <= 38;
            25 : sinus <= 39;
            26 : sinus <= 41;
            27 : sinus <= 42;
            28 : sinus <= 44;
            29 : sinus <= 45;
            30 : sinus <= 47;
            31 : sinus <= 48;
            32 : sinus <= 50;
            33 : sinus <= 51;
            34 : sinus <= 53;
            35 : sinus <= 55;
            36 : sinus <= 56;
            37 : sinus <= 58;
            38 : sinus <= 59;
            39 : sinus <= 61;
            40 : sinus <= 62;
            41 : sinus <= 64;
            42 : sinus <= 65;
            43 : sinus <= 67;
            44 : sinus <= 68;
            45 : sinus <= 70;
            46 : sinus <= 71;
            47 : sinus <= 73;
            48 : sinus <= 74;
            49 : sinus <= 76;
            50 : sinus <= 77;
            51 : sinus <= 79;
            52 : sinus <= 80;
            53 : sinus <= 82;
            54 : sinus <= 83;
            55 : sinus <= 85;
            56 : sinus <= 86;
            57 : sinus <= 88;
            58 : sinus <= 89;
            59 : sinus <= 91;
            60 : sinus <= 92;
            61 : sinus <= 94;
            62 : sinus <= 95;
            63 : sinus <= 96;
            64 : sinus <= 98;
            65 : sinus <= 99;
            66 : sinus <= 101;
            67 : sinus <= 102;
            68 : sinus <= 104;
            69 : sinus <= 105;
            70 : sinus <= 107;
            71 : sinus <= 108;
            72 : sinus <= 109;
            73 : sinus <= 111;
            74 : sinus <= 112;
            75 : sinus <= 114;
            76 : sinus <= 115;
            77 : sinus <= 116;
            78 : sinus <= 118;
            79 : sinus <= 119;
            80 : sinus <= 121;
            81 : sinus <= 122;
            82 : sinus <= 123;
            83 : sinus <= 125;
            84 : sinus <= 126;
            85 : sinus <= 127;
            86 : sinus <= 129;
            87 : sinus <= 130;
            88 : sinus <= 132;
            89 : sinus <= 133;
            90 : sinus <= 134;
            91 : sinus <= 136;
            92 : sinus <= 137;
            93 : sinus <= 138;
            94 : sinus <= 140;
            95 : sinus <= 141;
            96 : sinus <= 142;
            97 : sinus <= 143;
            98 : sinus <= 145;
            99 : sinus <= 146;
            100 : sinus <= 147;
            101 : sinus <= 149;
            102 : sinus <= 150;
            103 : sinus <= 151;
            104 : sinus <= 152;
            105 : sinus <= 154;
            106 : sinus <= 155;
            107 : sinus <= 156;
            108 : sinus <= 157;
            109 : sinus <= 159;
            110 : sinus <= 160;
            111 : sinus <= 161;
            112 : sinus <= 162;
            113 : sinus <= 164;
            114 : sinus <= 165;
            115 : sinus <= 166;
            116 : sinus <= 167;
            117 : sinus <= 168;
            118 : sinus <= 169;
            119 : sinus <= 171;
            120 : sinus <= 172;
            121 : sinus <= 173;
            122 : sinus <= 174;
            123 : sinus <= 175;
            124 : sinus <= 176;
            125 : sinus <= 178;
            126 : sinus <= 179;
            127 : sinus <= 180;
            128 : sinus <= 181;
            129 : sinus <= 182;
            130 : sinus <= 183;
            131 : sinus <= 184;
            132 : sinus <= 185;
            133 : sinus <= 186;
            134 : sinus <= 187;
            135 : sinus <= 188;
            136 : sinus <= 190;
            137 : sinus <= 191;
            138 : sinus <= 192;
            139 : sinus <= 193;
            140 : sinus <= 194;
            141 : sinus <= 195;
            142 : sinus <= 196;
            143 : sinus <= 197;
            144 : sinus <= 198;
            145 : sinus <= 199;
            146 : sinus <= 200;
            147 : sinus <= 201;
            148 : sinus <= 202;
            149 : sinus <= 203;
            150 : sinus <= 203;
            151 : sinus <= 204;
            152 : sinus <= 205;
            153 : sinus <= 206;
            154 : sinus <= 207;
            155 : sinus <= 208;
            156 : sinus <= 209;
            157 : sinus <= 210;
            158 : sinus <= 211;
            159 : sinus <= 212;
            160 : sinus <= 213;
            161 : sinus <= 213;
            162 : sinus <= 214;
            163 : sinus <= 215;
            164 : sinus <= 216;
            165 : sinus <= 217;
            166 : sinus <= 218;
            167 : sinus <= 218;
            168 : sinus <= 219;
            169 : sinus <= 220;
            170 : sinus <= 221;
            171 : sinus <= 222;
            172 : sinus <= 222;
            173 : sinus <= 223;
            174 : sinus <= 224;
            175 : sinus <= 225;
            176 : sinus <= 225;
            177 : sinus <= 226;
            178 : sinus <= 227;
            179 : sinus <= 228;
            180 : sinus <= 228;
            181 : sinus <= 229;
            182 : sinus <= 230;
            183 : sinus <= 230;
            184 : sinus <= 231;
            185 : sinus <= 232;
            186 : sinus <= 232;
            187 : sinus <= 233;
            188 : sinus <= 234;
            189 : sinus <= 234;
            190 : sinus <= 235;
            191 : sinus <= 235;
            192 : sinus <= 236;
            193 : sinus <= 237;
            194 : sinus <= 237;
            195 : sinus <= 238;
            196 : sinus <= 238;
            197 : sinus <= 239;
            198 : sinus <= 239;
            199 : sinus <= 240;
            200 : sinus <= 241;
            201 : sinus <= 241;
            202 : sinus <= 242;
            203 : sinus <= 242;
            204 : sinus <= 243;
            205 : sinus <= 243;
            206 : sinus <= 243;
            207 : sinus <= 244;
            208 : sinus <= 244;
            209 : sinus <= 245;
            210 : sinus <= 245;
            211 : sinus <= 246;
            212 : sinus <= 246;
            213 : sinus <= 247;
            214 : sinus <= 247;
            215 : sinus <= 247;
            216 : sinus <= 248;
            217 : sinus <= 248;
            218 : sinus <= 248;
            219 : sinus <= 249;
            220 : sinus <= 249;
            221 : sinus <= 249;
            222 : sinus <= 250;
            223 : sinus <= 250;
            224 : sinus <= 250;
            225 : sinus <= 251;
            226 : sinus <= 251;
            227 : sinus <= 251;
            228 : sinus <= 251;
            229 : sinus <= 252;
            230 : sinus <= 252;
            231 : sinus <= 252;
            232 : sinus <= 252;
            233 : sinus <= 253;
            234 : sinus <= 253;
            235 : sinus <= 253;
            236 : sinus <= 253;
            237 : sinus <= 253;
            238 : sinus <= 254;
            239 : sinus <= 254;
            240 : sinus <= 254;
            241 : sinus <= 254;
            242 : sinus <= 254;
            243 : sinus <= 254;
            244 : sinus <= 254;
            245 : sinus <= 255;
            246 : sinus <= 255;
            247 : sinus <= 255;
            248 : sinus <= 255;
            249 : sinus <= 255;
            250 : sinus <= 255;
            251 : sinus <= 255;
            252 : sinus <= 255;
            253 : sinus <= 255;
            254 : sinus <= 255;
            255 : sinus <= 255;
            default : sinus <= 0;
        endcase
    end
end
endmodule
```
`design/flow/run.sh`:
```
#!/bin/bash
# OpenROAD 26Q1-2900-gdf79404cd8, Yosys 0.63+post, stock flow scripts
make -C /OpenROAD-flow-scripts/flow DESIGN_CONFIG=/design/flow/config.mk WORK_HOME=/design/flow/orfs finish
```
==> qor.yml <==
ys_sh_xor: 0.00835
arrival_ns: 1.67
fin_crit_ns: 1.53
post-route-util: 0.358
yosys_warnings: 1
cp.required_ns: 1.14
rows: 37
grt.total_usage: 0.111
seqPwrFrac: 0.158
grt-ovfl-total: 0
area_leaders: "ha_1 (10%), dfrtp_1 (9.5%), a21oi_1 (7.4%)"
area_growth_pct: 76.1
async_flop_share: 1.00
fin_crit_sh: 1.53
top_cells_by_count: "a21oi_1 (31), o21ai_0 (27), nand2_1 (24)"
synthCells: 304
simple_gate_share: 0.233
slew-limit-headroom: 0.757
grt_setup_unrepaired: "true"
floorplan.core_util: 0.203
swShare: 0.394
hold_viol_final: 0
synth-compound-area-share: 0.447
numSynthFlops: 8
clock_path_buffers: 2
drt.antenna.violating_nets: 0
criticalPathCategory: "in2reg"
flop_cell: "dfrtp_1"
die_w_um: 123
drive_gt1_frac: 0.493
net-switching-power_mw: 0.930
critPathCapture: "sinus[3]"
pin_count: 18
yosys.area.top_type_share: 0.101
syn-cell-area_mm2: 0.00210
ys_area_mm2: 0.00210
dp_hpwl_um: 6250
via_count: 2908
timing.final.ws_setup_ns: -0.533
port-buffer-count: 17
power-per-cell-area_mw_per_mm2: 639
die_h_um: 123
violations: "setup timing"
final_area_mm2: 0.00370
power_frac_clock: 0.156
pwr-share-comb: 0.686
synth_cell_types: 58
antenna_found_initial: 0
tns_ns: -2.97
drt-initial-drc-count: 281
intPower_mw: 1.43
cts_root_buffer: "clkbuf_8"
grt_pass1_wl_um: 13900
finalMaxSlewViolations: 0
antenna_cells: 0
worst_pin_slew_ns: 0.361
coreArea_mm2: 0.0103
routedWlPerCell_um: 16.2
drv_cap: 0
largest_registers: "sinus: 8 flops"
endpoint_kind: "register"
largest_register_ffs: 8
cts_buffers: 3
peakVddDrop_uv: 372
critPathLaunchType: "input pin"
cts_tree: "yes"
finalSetupViolations: 8
clk_pin_slew_worst_paths_ns: 0.04
crit_fanout: 5
tool_warnings: 42
ys_cells: 304
p_leak_nw: 1.44
cp-startpoint: "angle[1]"
cts_max_level: 1
syn_avg_cell_area_um2: 6.90
ys_sh_mux: 0.0101
hold_path_class: "in2async"
finalWeightedCongestion: 0.961
place_area_mm2: 0.00308
synthTopLogicFamily: "AND-OR/OR-AND gates"
drcViolationCount: 0
grt_pass1_vias: 2667
yosys.area_share.adder: 0.101
top_area_cell: "ha_1"
status: "finished, violations left"
viasPerCell: 5.37
grt_start_max_net_pins: 21
clock-sinks: 8
regMostFlops: "sinus"
max_freq_ghz: 0.652
top_cell: "a21oi_1"
yosysSeqAreaShare: 0.0954
dieArea_mm2: 0.0151
drt_wl_total_um: 8780
firstDrtPassIters: 5
edf_count: 0
-- stage by stage --
step / worst slack [ns] / std cells / hold WS [ns] / power (mW)
after global routing: -0.563 / 542 / 0.263 / 2.50
after global placement: -1.30 / 521 / 0.497 / 1.70
final: -0.533 / 542 / 0.242 / 2.36
after detailed placement: -1.29 / 521 / 0.488 / 1.69
after floorplan: -0.536 / 304 / -0.0956 / 1.10
after CTS: -0.539 / 536 / 0.252 / 2.23
-- what timing repair did --
action / CTS / global route
gates cloned: 1 / 1
hold buffers: 0 / 0
pin swaps: 33 / 26
gates resized: 94 / 40
buffers inserted: 11 / 8
endpoints found under the setup margin: 16 / 8
-- layout by cell type (no fill, tap or decap), drive strengths merged, types with 9 or more instances in the layout --
master	n
buf	116
o21ai	34
o211ai	13
nand2	24
ha	17
nand2b	14
a31oi	10
clkdlybuf4s15	9
inv	9
a21oi	32
nor2	24
nand3	11
-- how the worst min path moves through the flow --
stage,start,endpoint,slack [ns],cells past startpoint
CTS,rst_n,sinus[2],0.25,1
global route,rst_n,sinus[2],0.26,1
finish,rst_n,sinus[2],0.24,1
-- metal layers --
layer	wire, µm	global-route usage
met4	178	0.0247
met2	3830	0.167
met3	802	0.0180
met5	0	0
met1	3970	0.163
-- power groups by stage --
| stage | combinational [mW] | sequential [mW] | clock (mW) |
|---|---|---|---|
| after CTS | 1.48 | 0.373 | 0.379 |
| after global routing | 1.73 | 0.377 | 0.399 |
| final | 1.62 | 0.372 | 0.368 |
-- critical path, stage by stage --
cell and delay [ns]:
buf_8 0.10, clkinvlp_4 0.14, ha_4 0.19, inv_6 0.05, ha_4 0.16, nor2_2 0.07, a31oi_1 0.05, o21ai_1 0.18
a21oi_1 0.06, a311o_1 0.30, a22oi_2 0.16
-- logic make-up after synthesis --
logic type	Yosys count
multiplexers	2
AND-OR/OR-AND	138
AND/OR/NAND/NOR	96
adder cells (fa/ha/maj)	17
buffers and inverters	41
XOR/XNOR	2
flip-flops	8
-- layout make-up --
| cell class | instances | area (µm²) |
|---|---|---|
| fill | 1001 | 6630 |
| multi-input combinational | 255 | 2050 |
| timing repair buffer | 130 | 1180 |
| sequential | 8 | 200 |
| tap | 136 | 170 |
| inverter | 10 | 58.8 |
| clock buffer | 3 | 41.3 |
No activity file was given, so power comes from the tool's default toggle rates.
